==> flow/design.v <==
module huffman(clk, reset, gray_valid, gray_data, CNT_valid, CNT1, CNT2, CNT3, CNT4, CNT5, CNT6,
    code_valid,M1, M2, M3, M4, M5, M6, HC1, HC2, HC3, HC4, HC5, HC6);
input clk;
input reset;
input gray_valid;
input [7:0] gray_data;
output CNT_valid;
output [7:0] CNT1, CNT2, CNT3, CNT4, CNT5, CNT6;
output code_valid;
output [7:0] HC1, HC2, HC3, HC4, HC5, HC6;
output [7:0] M1, M2, M3, M4, M5, M6;
reg CNT_valid;
reg [7:0] CNT1, CNT2, CNT3, CNT4, CNT5, CNT6;
reg code_valid;
reg [7:0] HC1, HC2, HC3, HC4, HC5, HC6;
reg [7:0] M1, M2, M3, M4, M5, M6;
reg [3:0] current_state,next_state;
parameter IDLE = 4'd0;
parameter READ = 4'd1;
parameter INIT = 4'd2;
parameter C0 = 4'd3;
parameter C1 = 4'd4;
parameter C2 = 4'd5;
parameter C3 = 4'd6;
parameter C4 = 4'd7;
parameter Split_C4 = 4'd8;
parameter Split_C3 = 4'd9;
parameter Split_C2 = 4'd10;
parameter Split_C1 = 4'd11;
parameter Done = 4'd12;
parameter C5 = 4'd13;  
parameter A1 = 8'd1;
parameter A2 = 8'd2;
parameter A3 = 8'd3;
parameter A4 = 8'd4;
parameter A5 = 8'd5;
parameter A6 = 8'd6;
parameter Group = 8'd7;
reg [7:0] init_index_array[5:0];
reg [7:0] init_index_array_0,init_index_array_1,init_index_array_2,
          init_index_array_3,init_index_array_4,init_index_array_5;
reg [7:0] C1_index_array[4:0];
reg [7:0] C1_index_grouped;
reg [7:0] C2_index_array[3:0];
reg [7:0] C2_index_grouped;
reg [7:0] C3_index_array[2:0];
reg [7:0] C3_index_grouped;
reg [7:0] C4_index_array[1:0];
reg [7:0] C4_index_grouped;
reg [7:0] value_array[5:0];
reg [2:0] counter;
reg c_finish;
always@(posedge clk or posedge reset)
begin
    if(reset) current_state <= IDLE;
    else current_state <= next_state;
end
always @(*) 
begin
    case (current_state)
        IDLE:
        begin
            if(gray_valid == 1'd1) next_state = READ;
            else next_state = IDLE;
        end 
        READ:
        begin
            if(gray_valid == 1'd1) next_state = READ;
            else next_state = INIT;
        end
        INIT:
        begin
            if(counter == 3'd6) next_state = C1;
            else next_state = INIT;
        end
        C1:
        begin
            if(c_finish) next_state = C2;
            else next_state = C1;
        end
        C2:
        begin
            if(c_finish) next_state = C3;
            else next_state = C2;
        end
        C3:
        begin
            if(c_finish) next_state = C4;
            else next_state = C3;
        end
        C4:
        begin
            if(c_finish) next_state = C5;  
            else next_state = C4;
        end
        C5:
        begin
            next_state = Done;
        end
        Split_C4:
        begin
        end
        Split_C3:
        begin
        end
        Split_C2:
        begin
        end
        Split_C1:
        begin
        end
        Done:
        begin
            next_state = Done;
        end
        default: 
        begin
            next_state = IDLE;
        end
    endcase
end
always@(posedge clk or posedge reset)
begin
    if(reset) counter <= 3'd0;
    else if(current_state == INIT) counter <= counter + 3'd1;
end
always@(posedge clk or posedge reset)
begin
    if(reset) 
    begin
        CNT1 <= 8'd0;
        CNT2 <= 8'd0;
        CNT3 <= 8'd0;
        CNT4 <= 8'd0;
        CNT5 <= 8'd0;
        CNT6 <= 8'd0;
        init_index_array[0] <= 8'd1;
        init_index_array[1] <= 8'd2;
        init_index_array[2] <= 8'd3;
        init_index_array[3] <= 8'd4;
        init_index_array[4] <= 8'd5;
        init_index_array[5] <= 8'd6;
        init_index_array_0 <= 8'd1;
        init_index_array_1 <= 8'd2;
        init_index_array_2 <= 8'd3;
        init_index_array_3 <= 8'd4;
        init_index_array_4 <= 8'd5;
        init_index_array_5 <= 8'd6;
    end
    else if(next_state == READ)
    begin
        if(gray_data == 8'd1) CNT1 <= CNT1 + 8'd1;
        if(gray_data == 8'd2) CNT2 <= CNT2 + 8'd1;
        if(gray_data == 8'd3) CNT3 <= CNT3 + 8'd1;
        if(gray_data == 8'd4) CNT4 <= CNT4 + 8'd1;
        if(gray_data == 8'd5) CNT5 <= CNT5 + 8'd1;
        if(gray_data == 8'd6) CNT6 <= CNT6 + 8'd1;
    end
    else if(current_state == INIT)
    begin
        if(counter == 3'd0 || counter == 3'd2 || counter == 3'd4)
        begin
            if(CNT2>CNT1) 
            begin
                CNT1 <= CNT2;
                CNT2 <= CNT1;
                init_index_array[0] <= init_index_array[1];
                init_index_array[1] <= init_index_array[0];
                init_index_array_0 <= init_index_array_1;
                init_index_array_1 <= init_index_array_0;
            end
            if(CNT4>CNT3)
            begin
                CNT3 <= CNT4;
                CNT4 <= CNT3;
                init_index_array[2] <= init_index_array[3];
                init_index_array[3] <= init_index_array[2];
                init_index_array_2 <= init_index_array_3;
                init_index_array_3 <= init_index_array_2;
            end
            if(CNT6>CNT5)
            begin
                CNT5 <= CNT6;
                CNT6 <= CNT5;
                init_index_array[4] <= init_index_array[5];
                init_index_array[5] <= init_index_array[4];
                init_index_array_4 <= init_index_array_5;
                init_index_array_5 <= init_index_array_4;
            end
        end
        else if(counter == 3'd1 || counter == 3'd3 || counter == 3'd5)
        begin
            if(CNT3>CNT2)
            begin
                CNT2 <= CNT3;
                CNT3 <= CNT2;
                init_index_array[1] <= init_index_array[2];
                init_index_array[2] <= init_index_array[1];
                init_index_array_1 <= init_index_array_2;
                init_index_array_2 <= init_index_array_1;
            end
            if(CNT5>CNT4)
            begin
                CNT4 <= CNT5;
                CNT5 <= CNT4;
                init_index_array[3] <= init_index_array[4];
                init_index_array[4] <= init_index_array[3];
                init_index_array_3 <= init_index_array_4;
                init_index_array_4 <= init_index_array_3;
            end
        end
    end
end
always@(posedge clk or posedge reset)
begin
    if(reset) CNT_valid <= 1'd0;
    else if(next_state == INIT && current_state == READ) CNT_valid <= 1'd1;
    else CNT_valid <= 1'd0;
end
always@(posedge clk or posedge reset)
begin
    if(reset) code_valid <= 1'd0;
    else if(current_state == Done) code_valid <= 1'd1;    
end
wire A1_in_C4_Group = C4_index_grouped == A1 || C3_index_grouped == A1 || C2_index_grouped == A1 || C1_index_grouped == A1 || init_index_array[5] == A1;
wire A1_in_C3_Group = C3_index_grouped == A1 || C2_index_grouped == A1 || C1_index_grouped == A1 || init_index_array[5] == A1;
wire A1_in_C2_Group = C2_index_grouped == A1 || C1_index_grouped == A1 || init_index_array[5] == A1;
wire A1_in_C1_Group = C1_index_grouped == A1 || init_index_array[5] == A1;
wire A1_not_in_Group = !(A1_in_C4_Group);
always@(posedge clk or posedge reset)
begin
    if(reset) HC1 <= 8'd0;
    else if(current_state == Split_C4)
    begin
        if(C4_index_array[1] == A1) M1[0] <= 1'd1;
        else if(C4_index_array[1] == Group && A1_in_C4_Group) M1[0] <= 1'd1;
    end
    else if(current_state == Split_C3)
    begin
        if(C3_index_array[2] == A1) M1[1] <= 1'd1;
        else if(C3_index_array[2] == Group && A1_in_C3_Group) M1[1] <= 1'd1;
    end
    else if(current_state == Split_C2)
    begin
        if(C2_index_array[3] == A1) M1[2] <= 1'd1;
        else if(C2_index_array[3] == Group && A1_in_C2_Group) M1[2] <= 1'd1;
    end
    else if(current_state == Split_C1)
    begin
        if(C1_index_array[4] == A1) M1[3] <= 1'd1;
        else if(C1_index_array[4] == Group && A1_in_C1_Group) M1[3] <= 1'd1;
    end
end
always@(posedge clk or posedge reset)
begin
    if(reset) M1 <= 8'd0;
    else if(current_state == Split_C4)
    begin
        if(init_index_array[5] == A1)
        begin
            M1 <= 8'b0001_1111;
        end
        else if(C1_index_grouped == A1) 
        begin
            M1 <= 8'b0001_1111;
        end
        else if(C2_index_grouped == A1)
        begin
            M1 <= 8'b0000_1111;
        end
        else if(C3_index_grouped == A1)
        begin
            M1 <= 8'b0000_0111;
        end
        else if(C4_index_grouped == A1)
        begin
            M1 <= 8'b0000_0011;
        end
        else
        begin
            M1 <= 8'b0000_0001;
        end
    end
end
endmodule
==> flow/run.sh <==
#!/bin/bash
# OpenROAD 26Q1-2900-gdf79404cd8, Yosys 0.63+post, stock flow scripts
make -C /OpenROAD-flow-scripts/flow DESIGN_CONFIG=/design/flow/config.mk WORK_HOME=/design/flow/orfs finish
==> flow/config.mk <==
export PLATFORM = sky130hd
export DESIGN_NAME = huffman
export DESIGN_NICKNAME = huffman
export VERILOG_FILES = /design/flow/design.v
export SDC_FILE = /design/flow/constraint.sdc
export NUM_CORES = 4
export LEC_CHECK = 1
export CORE_UTILIZATION = 50
==> flow/constraint.sdc <==
current_design huffman

set clk_period 5.0
set clk_io_pct 0.2

create_clock -name clk0 -period $clk_period [get_ports {clk}]

set non_clock_inputs [all_inputs -no_clocks]
set_input_delay [expr $clk_period * $clk_io_pct] -clock clk0 $non_clock_inputs
set_output_delay [expr $clk_period * $clk_io_pct] -clock clk0 [all_outputs]
==> results.sh <==
# implementation run metrics
export IMPL_status="finished, final reports clean"
export IMPL_worstReg2RegEnd="CNT5[3]"
export IMPL_largest_type_area_fraction_pct=25.2
export IMPL_power_net_switching_w=0.00103
export IMPL_worstHoldPathType="register to register"
export IMPL_timing_max_cap_violations=0
export IMPL_vdd_drop_max_mv=0.303
export IMPL_achievable_frequency_mhz=298
export IMPL_ctsHoldBuffers=0
export IMPL_overflow=0
export IMPL_detail_route_antenna_nets=0
export IMPL_via_count=5189
export IMPL_placementRows=38
export IMPL_ys_flops=62
export IMPL_power_per_cell_area_nw_per_um2=401
export IMPL_largest_net_degree_at_the_start_of_global_routing=82
export IMPL_numPortBuffers=61
export IMPL_timing_worst_slew_pin_value_ns=0.900
export IMPL_grt_pass1_vias=4633
export IMPL_synth_yosys_chip_area_sq_um=5760
export IMPL_post_synth_top_area_cell="sky130_fd_sc_hd__dfrtp_1"
export IMPL_finalWeightedCongestion=0.916
export IMPL_routed_wirelength_um=15500
export IMPL_die_height_um=109
export IMPL_grt_first_pass_wirelength_um=24500
export IMPL_slowest_stage="sky130_fd_sc_hd__or4_4"
export IMPL_drt_initial_drc_count=359
export IMPL_cts_htree_levels=3
export IMPL_timing_rr_start="counter[0]"
export IMPL_timing_clock_skew_ns=0.00676
export IMPL_cts_repair_resize_count=0
export IMPL_hold_end="code_valid"
export IMPL_timing_final_crit_share_pct=67.2
export IMPL_critPathMaxFanout=9
export IMPL_synthCells=715
export IMPL_dieArea_sq_um=12000
export IMPL_instances_no_fill=906
export IMPL_fin_setup_tns_ns=0
export IMPL_cts_buffer_depth=2
export IMPL_cp_top_family="simple AND/OR/NAND/NOR gates"
export IMPL_seq_power_share_pct=32.5
export IMPL_rsz_0062_raised_after_global_routing="no"
export IMPL_synth_cell_area_sq_um=5760
export IMPL_synth_lib_cells_used_distinct=74
export IMPL_logic_gate_share_of_total_power_pct=45.9
export IMPL_unclocked_regs=4
export IMPL_tally_of_openroad_warnings=30
export IMPL_post_place_cells=893
export IMPL_final_hold_violation_count=0
export IMPL_crit_path_end_kind="register"
export IMPL_min_delay_start="code_valid"
export IMPL_yosys_top_cells_area="sky130_fd_sc_hd__dfrtp_1, sky130_fd_sc_hd__buf_4, sky130_fd_sc_hd__ha_1"
export IMPL_routed_wire_length_per_instance_um=17.1
export IMPL_yosys_warnings=123
export IMPL_worstSkewPairLatency_ns=0.33
export IMPL_path_clk_slew_ns=0.05
export IMPL_timing_critical_path_depth=7
export IMPL_cts_inserted_buffers=9
export IMPL_power_internal_w=0.00153
export IMPL_cts_setup_buffers=0
export IMPL_finalWorstPathRequiredPeriod_ns=3.36
export IMPL_fraction_of_power_consumed_by_the_clock_network_pct=21.6
export IMPL_antenna_fix_cells=0
export IMPL_hold_depth=1
export IMPL_die_w_um=109
export IMPL_fp_util_pct=52.3
export IMPL_slew_violations=0
export IMPL_power_leakage_nw=2.93
export IMPL_grt_antenna_before_repair=0
export IMPL_core_area_sq_um=11000
export IMPL_critPathBufInv=1
export IMPL_dp_hpwl_um=11200
export IMPL_edf_count=0
export IMPL_path_cells="clkdlybuf4s50_1, or4_4, or4_1, mux2i_1, a21boi_4, and2_1, a21oi_2"
export IMPL_final_util_pct=57.9
export IMPL_ys_async_sr_fraction_pct=93.5
export IMPL_yosys_most_used_dff="sky130_fd_sc_hd__dfrtp_1"
export IMPL_via_per_inst=5.73
export IMPL_number_of_iterations_in_the_first_detailed_routing_pass=5
export IMPL_layout_drive_gt1_share_pct=5.74
export IMPL_grt_total_usage_pct=27.3
export IMPL_untimed_endpoints=8
export IMPL_reg2reg_setup_slack_ns=2.02
export IMPL_critical_path_startpoint_type="input port"
export IMPL_max_slew_margin_pct=39.5
export IMPL_worst_path_largest_cell_delay_ns=0.59
export IMPL_ys_cells=715
export IMPL_worst_endpoint_arrival_ns=3.55
export IMPL_avgSynthCellArea_sq_um=8.06
export IMPL_floorplan_io_pins=157
export IMPL_sw_frac_of_total_pct=40.4
export IMPL_data_required_time_at_the_worst_endpoint_ns=5.19
export IMPL_clk_root_buffer_cell="sky130_fd_sc_hd__clkbuf_16"
export IMPL_area_growth_syn_to_layout_pct=10.9
export IMPL_worst_setup_path_type="input port to register"
export IMPL_drc_errors=0
export IMPL_timing_reg2reg_worst_path_depth=9
export IMPL_setup_viol_count_final=0
export IMPL_cts_tree="built"
## cell type report
class / instances / area [sq um]
inverters: 49 / 184
fillers: 1022 / 4640
repair buffers: 68 / 663
clock buffers: 13 / 260
multi-input cells: 574 / 3600
well taps: 140 / 175
flip-flops and latches: 62 / 1510
## worst max path at each step
stage	start	end	slack, ns
after CTS	gray_data[3]	CNT2[5]	1.67
after global routing	gray_data[3]	CNT2[7]	1.55
final	gray_data[3]	CNT2[5]	1.64
## cells by family (layout without fill, tap and decap cells)
logic type,count (synthesis),count (layout),synth area share (%)
AND-OR/OR-AND,216,216,25.5
AND/OR/NAND/NOR,207,207,18.5
buffers and inverters,172,130,17.7
flip-flops,58,58,25.2
adder cells (fa/ha/maj),51,51,11.1
latches,4,4,1.04
multiplexers,3,3,0.521
other,2,95,0.130
XOR/XNOR,2,2,0.304
## worst reg2reg max path, cell delays in order, from the launching register on
cell	delay [ns]
sky130_fd_sc_hd__dfrtp_1	0.42
sky130_fd_sc_hd__inv_1	0.10
sky130_fd_sc_hd__ha_1	0.22
sky130_fd_sc_hd__nand2b_1	0.15
sky130_fd_sc_hd__nand2_1	0.10
sky130_fd_sc_hd__buf_4	0.43
sky130_fd_sc_hd__nand2_1	0.26
sky130_fd_sc_hd__nor3_1	0.75
sky130_fd_sc_hd__or2_1	0.30
sky130_fd_sc_hd__o32a_1	0.20
## layout by cell type (no fill, tap or decap), types with 6 or more instances in the layout
cell type                         synthesis  routed
sky130_fd_sc_hd__a211oi_1                10      10
sky130_fd_sc_hd__a21oi_1                 60      60
sky130_fd_sc_hd__a21oi_2                  6       6
sky130_fd_sc_hd__a31oi_1                 27      27
sky130_fd_sc_hd__and3_1                  10      10
sky130_fd_sc_hd__buf_4                   95       7
sky130_fd_sc_hd__clkbuf_16                0       9
sky130_fd_sc_hd__clkdlybuf4s50_1          0      61
sky130_fd_sc_hd__conb_1                   2      95
sky130_fd_sc_hd__dfrtp_1                 58      58
sky130_fd_sc_hd__ha_1                    51      51
sky130_fd_sc_hd__inv_1                   49      48
sky130_fd_sc_hd__nand2_1                 48      48
sky130_fd_sc_hd__nand3_1                 20      20
sky130_fd_sc_hd__nand4_1                 15      15
sky130_fd_sc_hd__nor2_1                  52      52
sky130_fd_sc_hd__nor2b_1                  8       8
sky130_fd_sc_hd__nor3_1                  19      19
sky130_fd_sc_hd__o211ai_1                13      13
sky130_fd_sc_hd__o21ai_0                 20      20
sky130_fd_sc_hd__o22a_1                   9       9
sky130_fd_sc_hd__o22ai_1                 20      20
sky130_fd_sc_hd__o31a_1                   7       7
## power by group through the flow
stage / Combinational (W) / Sequential [W] / Clock [W]
after CTS: 0.00118 / 0.000830 / 0.000570
after global routing: 0.00134 / 0.000858 / 0.000591
final: 0.00118 / 0.000832 / 0.000555
## stage by stage
stage | instance area (sq um) | setup slack, ns | hold WS, ns | total power [W]
after floorplan | 6110 | 2.07 | 0.404 | 0.00155
after global placement | 6130 | 1.40 | 0.449 | 0.00199
after detailed placement | 6130 | 1.36 | 0.451 | 0.00200
after CTS | 6390 | 1.67 | 0.472 | 0.00257
after global routing | 6390 | 1.55 | 0.499 | 0.00279
final | 6390 | 1.64 | 0.466 | 0.00256
## synth_stat cells (3+ instances only)
library cell and count:
sky130_fd_sc_hd__buf_4 95, sky130_fd_sc_hd__dfrtp_1 58, sky130_fd_sc_hd__and2_1 5, sky130_fd_sc_hd__o31a_1 7, sky130_fd_sc_hd__nor2_1 52, sky130_fd_sc_hd__nand2b_1 5, sky130_fd_sc_hd__a21oi_2 6, sky130_fd_sc_hd__a32oi_1 4
sky130_fd_sc_hd__o21ai_0 20, sky130_fd_sc_hd__a21oi_1 60, sky130_fd_sc_hd__nor3_1 19, sky130_fd_sc_hd__o211ai_1 13, sky130_fd_sc_hd__o22a_1 9, sky130_fd_sc_hd__a2bb2oi_1 4, sky130_fd_sc_hd__o22ai_1 20, sky130_fd_sc_hd__a41oi_1 4
sky130_fd_sc_hd__or3_1 4, sky130_fd_sc_hd__buf_1 4, sky130_fd_sc_hd__mux2i_1 3, sky130_fd_sc_hd__and3_1 10, sky130_fd_sc_hd__nand3_1 20, sky130_fd_sc_hd__ha_1 51, sky130_fd_sc_hd__nor2b_1 8, sky130_fd_sc_hd__nand4_1 15
sky130_fd_sc_hd__dlxtn_1 4, sky130_fd_sc_hd__a31oi_1 27, sky130_fd_sc_hd__a211oi_1 10, sky130_fd_sc_hd__a21o_1 5, sky130_fd_sc_hd__o32a_1 3, sky130_fd_sc_hd__inv_1 49, sky130_fd_sc_hd__nand2_1 48, sky130_fd_sc_hd__clkbuf_1 18
sky130_fd_sc_hd__o32ai_1 3, sky130_fd_sc_hd__buf_2 4
## layer usage
metal | vias to the layer above | wire length [um] | global-route usage, %
met5 | - | 0 | 0
met4 | 0 | 120 | 3.52
met3 | 9 | 1160 | 5.62
met2 | 214 | 6900 | 39.8
met1 | 2438 | 7290 | 43.7
li1 | 2528 | - | -
## state kept, by name, summed over array words and instances (netlist names)
signal,count
CNT1,8
CNT2,8
CNT3,8
CNT4,8
CNT5,8
CNT6,8
current_state,4
next_state,4
counter,3
CNT_valid,1
M1,1
code_valid,1
No activity file was given, so power comes from the tool's default toggle rates.
